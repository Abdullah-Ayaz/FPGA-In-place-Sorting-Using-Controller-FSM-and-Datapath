**config.mk**
```make
export PLATFORM = sky130hd
export DESIGN_NAME = sorter_top
export DESIGN_NICKNAME = sorter_top
export VERILOG_FILES = /design/flow/design.v
export SDC_FILE = /design/flow/constraint.sdc
export NUM_CORES = 4
export LEC_CHECK = 1
export CORE_UTILIZATION = 50
```
**run.sh**
```bash
#!/bin/bash
# OpenROAD 26Q1-2900-gdf79404cd8, Yosys 0.63+post, stock flow scripts
make -C /OpenROAD-flow-scripts/flow DESIGN_CONFIG=/design/flow/config.mk WORK_HOME=/design/flow/orfs finish
```
**constraint.sdc**
```tcl
current_design sorter_top

set clk_period 6.5
set clk_io_pct 0.2

create_clock -name clk0 -period $clk_period [get_ports {clk}]

set non_clock_inputs [all_inputs -no_clocks]
set_input_delay [expr $clk_period * $clk_io_pct] -clock clk0 $non_clock_inputs
set_output_delay [expr $clk_period * $clk_io_pct] -clock clk0 [all_outputs]
```
**design.v**
```verilog
module controller (
    input  clk, rst, s,
    input  AgtB, zi, zj,
    output reg EA, EB, WR, Li, Lj, Ei, Ej, Csel, Bout, done
);
    parameter S0      = 4'd0,
              S1      = 4'd1,
              S2      = 4'd2,
              S3      = 4'd3,
              S4      = 4'd4,
              S5      = 4'd5,
              S6      = 4'd6,
              S7      = 4'd7,
              S8      = 4'd8,
              DONE_ST = 4'd9;
    reg [3:0] current_state, next_state;
    always @(posedge clk or posedge rst) begin
        if (rst) 
            current_state <= S0;
        else 
            current_state <= next_state;
    end
    always @(*) begin
        next_state = current_state;
        case (current_state)
            S0: if (s) next_state = S1;
            S1: next_state = S2;
            S2: next_state = S3;
            S3: next_state = (AgtB) ? S4 : S6;
            S4: next_state = S5;
            S5: next_state = S6;
            S6: begin
                if (zj) 
                    next_state = (zi) ? DONE_ST : S8;
                else 
                    next_state = S7;
            end
            S7: next_state = S2;
            S8: next_state = S1;
            DONE_ST: if (~s) next_state = S0;
        endcase
    end
    always @(*) begin
        EA   = 1'b0;
        EB   = 1'b0;
        WR   = 1'b0;
        Li   = 1'b0;
        Lj   = 1'b0;
        Ei   = 1'b0;
        Ej   = 1'b0;
        Csel = 1'b0;
        Bout = 1'b0;
        done = 1'b0;
        case (current_state)
            S0: begin
                Li = 1'b1;
                Ei = 1'b0;
            end
            S1: begin
                EA   = 1'b1;
                Csel = 1'b0;
                Lj = 1'b1;
                Ej = 1'b0;
            end
            S2: begin
                EB   = 1'b1;
                Csel = 1'b1;
            end
            S3: begin
            end
            S4: begin
                WR   = 1'b1;
                Bout = 1'b1;    
                Csel = 1'b0;    
            end
            S5: begin
                WR   = 1'b1;
                Bout = 1'b0;    
                Csel = 1'b1;    
            end
            S6: begin
                EA   = 1'b1;
                Csel = 1'b0;
            end
            S7: begin
                Ej = 1'b1;
            end
            S8: begin
                Ei = 1'b1;
            end
            DONE_ST: begin
                done = 1'b1;
            end
        endcase
    end
endmodule
module datapath (
    input        clk, rst,
    input        EA, EB, WR, Li, Lj, Ei, Ej, Csel, Bout,
    output       AgtB, zi, zj,
    output [2:0] Addr,
    input  [7:0] Din,
    output [7:0] Dout
);
    reg [7:0] A, B;
    reg [2:0] i, j;
    wire [2:0] next_i, next_j;
    assign Addr = (Csel == 1'b0) ? i : j;
    assign Dout = (Bout == 1'b1) ? B : A;
    always @(posedge clk or posedge rst) begin
        if (rst) 
            A <= 8'b0;
        else if (EA) 
            A <= Din;
    end
    always @(posedge clk or posedge rst) begin
        if (rst) 
            B <= 8'b0;
        else if (EB) 
            B <= Din;
    end
    always @(posedge clk or posedge rst) begin
        if (rst) 
            i <= 3'b0;
        else if (Li) 
            i <= 3'b0;
        else if (Ei) 
            i <= next_i;
    end
    assign next_i = i + 1;
    always @(posedge clk or posedge rst) begin
        if (rst) 
            j <= 3'b0;
        else if (Lj) 
            j <= i + 1;  
        else if (Ej) 
            j <= next_j;
    end
    assign next_j = j + 1;
    assign AgtB = (A > B);
    assign zi = (i == 3'd6);  
    assign zj = (j == 3'd7);  
endmodule
module sorter_top (
    input  clk, rst, s,
    output done
);
    wire EA, EB, WR, Li, Lj, Ei, Ej, Csel, Bout;
    wire AgtB, zi, zj;
    wire [2:0] Addr;
    wire [7:0] mem_din;
    wire  [7:0] mem_dout;
    reg [7:0] memory [0:7];
    initial begin
        memory[0] = 8'd90;
        memory[1] = 8'd25;
        memory[2] = 8'd60;
        memory[3] = 8'd15;
        memory[4] = 8'd30;
        memory[5] = 8'd75;
        memory[6] = 8'd45;
        memory[7] = 8'd10;
    end
    always @(posedge clk) begin
        if (WR) begin
            memory[Addr] <= mem_din;
        end
    end
    assign  mem_dout = memory[Addr];    
    datapath dp (
        .clk(clk),
        .rst(rst),
        .EA(EA),
        .EB(EB),
        .WR(WR),
        .Li(Li),
        .Lj(Lj),
        .Ei(Ei),
        .Ej(Ej),
        .Csel(Csel),
        .Bout(Bout),
        .AgtB(AgtB),
        .zi(zi),
        .zj(zj),
        .Addr(Addr),
        .Din(mem_dout),
        .Dout(mem_din)
    );
    controller ctrl (
        .clk(clk),
        .rst(rst),
        .s(s),
        .AgtB(AgtB),
        .zi(zi),
        .zj(zj),
        .EA(EA),
        .EB(EB),
        .WR(WR),
        .Li(Li),
        .Lj(Lj),
        .Ei(Ei),
        .Ej(Ej),
        .Csel(Csel),
        .Bout(Bout),
        .done(done)
    );
endmodule
```
==> reports/metrics.csv <==
metric;value;unit
first-pass GRT wire length;15100;um
Worst Hold Class;reg2reg;
peak supply drop;0.163;mV
Final Wtd Congestion;0.854;
Yosys Instances;349;
max cap viols;0;
CTS max path bufs;2;
Area growth, synth to finish;7.36;%
Clock power frac;0.207;
CTS buffer count;9;
Yosys chip area;4270;um^2
hold_buf cts;0;
average via count per standard cell;6.16;
largest net degree at the start of global routing;39;
initial antenna violation count;0;
Int Pwr;1.25;mW
measured slew at the worst slew-check pin;0.825;ns
worst-case hold slack;0.495;ns
Synth Flop Type;edfxtp_1;
RSZ-0062 raised after global routing;no;
clk_skew;0.00767;ns
tool warnings;26;
yosys aoi share;0.139;
Final TNS setup;0;ns
startpoint types;register;
crit-path max cell delay;0.93;ns
Pwr Total;2.07;mW
chip height;94.4;um
layout cell share with drive strength beyond 1;0.108;
ANT nets after route;0;
via count;2809;
placed wire-length estimate;6270;um
Switching Power;0.817;mW
area fraction in mux cells;0.0232;
LEAKAGE;1.70;nW
Fmax achieved;281;MHz
number of enable flip-flop cells;64;
nature of the critical path endpoint;register;
die width;94.4;um
# Post-CTS Setup Buffers;0;
DRT Wirelength;9540;um
Post-synth seq share;0.603;
Cells after Synth;349;
placed insts;440;
Seq pwr share;0.428;
worst setup margin;2.94;ns
Root Buffer Master;clkbuf_8;
final std cells w/o fill;456;
crit path DAT;3.79;ns
Final Cycle Share;0.547;
ys flops;90;
Syn Area/Cell;12.2;um^2
Adders+Majority by Area;0.0375;
Max FO, Critical Path;38;
Slew Limit Fails;0;
Latency at later pin;0.36;ns
combinational share of power;0.365;
most frequent cells after synthesis;edfxtp_1 (64), and3_1 (33), a2111oi_0 (32), nand2_1 (32), dfrtp_1 (26);
CP Data Required Time;6.73;ns
Synth area leader;edfxtp_1;
Sw Share;0.396;
synth warn;3;
Final Hold Fails;0;
Setup Viol. Count Final;0;
count leader, synth;edfxtp_1;
H-tree depth;3;
worst slack at placement;3.04;ns
# diodes;0;
crit-path cells;or4b_1 -> nand3b_4 -> nand2_1 -> buf_4 -> a2111oi_0 -> or4_1 -> o21ai_1;
wire per inst;20.9;um
I/O Buffers;3;
IO Pins;4;
Largest type area fraction;0.451;
floorplan utilization;0.519;
Post-route DRC;0;
Top logic family;simple AND/OR/NAND/NOR gates;
row cnt;33;
CTS resizes;0;
clock transition at the registers of the reported paths;0.09;ns
GR Util All Layers;0.251;
drt initial violations;116;
XOR/XNOR Fraction of Synth Area;0.00411;
CTS tree;done;
power per cell area;451;nW/um^2
Tmin final;3.56;ns
crit path kind;reg2reg;
core area;8220;um^2
Post-synth ARST share;0.289;
simple share;0.150;
number of global-route vias before repair;2795;
Sink Count;90;
synthesized area;4270;um^2
Slew Limit Headroom;0.449;
drt pass-1 iters;4;
post-synth cell types;45;
Crit-path slowest cell;or4b_1;
Synth area leaders;edfxtp_1 (45%), dfrtp_1 (15%), a2111oi_0 (6.6%);
DIE AREA;8900;um^2
Overflow after GRT;0;
status;finished, final reports clean;
==> per-stage QoR <==
stage	cell area, um^2	util
2_1_floorplan	4270	-
3_3_place_gp	4360	0.530
3_5_place_dp	4360	0.530
4_1_cts	4580	0.557
5_1_grt	4580	0.557
6_report	4580	0.557
==> power by group through the flow <==
stage / registers, mW / clock network, mW / logic, mW
4_1_cts: 0.884 / 0.436 / 0.754
5_1_grt: 0.903 / 0.459 / 0.847
6_report: 0.884 / 0.428 / 0.754
==> sequential cells by signal, indices dropped and copies added (netlist names) <==
name                flops
dp.i                    3
dp.j                    3
memory                 64
dp.B                    8
ctrl.current_state      4
dp.A                    8
==> worst max-delay path, delay by kind of cell, from the launching register on <==
kind | cells | cell delay (ns)
flops | 1 | 0.65
simple gates | 4 | 1.70
buf+inv | 1 | 0.25
compound gates | 2 | 0.83
==> cells in the final DEF, fill, tap and decap left out, types with 5 or more instances in the layout <==
| master | instances |
|---|---|
| inv_1 | 11 |
| nand2_1 | 32 |
| a21oi_1 | 5 |
| mux2_2 | 7 |
| nor3_1 | 6 |
| or4_1 | 8 |
| clkbuf_8 | 9 |
| o21ai_0 | 12 |
| and3_1 | 33 |
| a2111oi_0 | 32 |
| edfxtp_1 | 64 |
| dfrtp_1 | 26 |
| nor2_1 | 12 |
| ha_1 | 12 |
| buf_4 | 9 |
| o21ai_1 | 21 |
==> worst paths after layout <==
check                                       to                              start  slack [ns]  depth (start not counted)
setup / recovery           dp.A[0]$_DFFE_PP0P_  ctrl.current_state[0]$_DFFE_PP0P_        2.94                          7
hold / removal             dp.A[0]$_DFFE_PP0P_                dp.A[0]$_DFFE_PP0P_        0.50                          2
setup reg to reg           dp.A[0]$_DFFE_PP0P_  ctrl.current_state[0]$_DFFE_PP0P_        2.94                          7
hold reg to reg            dp.A[0]$_DFFE_PP0P_                dp.A[0]$_DFFE_PP0P_        0.50                          2
max in group asynchronous  dp.A[2]$_DFFE_PP0P_                                rst        4.94                          3
min in group asynchronous  dp.A[0]$_DFFE_PP0P_                                rst        1.29                          3
==> area by class of cell <==
class                      instances  area (um^2)
clock buffer                       9          124
clock inverter                     7          100
fill                             694         3640
inverter                          12         45.0
multi-input combinational        221         1510
sequential                        90         2570
tap                              105          131
timing repair buffer              12         97.6
==> routing by layer <==
layer | wire length [um] | vias up | track usage
met5 | 0 | - | 0
met2 | 4380 | 85 | 0.367
met3 | 690 | 23 | 0.0817
met4 | 284 | 0 | 0.0654
met1 | 4190 | 1347 | 0.397
li1 | - | 1354 | -
==> cells by family (layout without fill, tap and decap cells) <==
logic type | after synthesis | count (layout)
multiplexers | 9 | 9
buffers and inverters | 38 | 40
AND-OR/OR-AND | 83 | 83
AND/OR/NAND/NOR | 114 | 114
XOR/XNOR | 2 | 2
adder cells (fa/ha/maj) | 13 | 13
flip-flops | 90 | 90
Power is estimated from default activity; no workload was simulated.
